### flow/run.sh
#!/bin/bash
# OpenROAD 26Q1-2900-gdf79404cd8, Yosys 0.63+post, stock flow scripts
make -C /OpenROAD-flow-scripts/flow DESIGN_CONFIG=/design/flow/config.mk WORK_HOME=/design/flow/orfs finish
### flow/config.mk
export PLATFORM = sky130hd
export DESIGN_NAME = rv32i_cpu
export DESIGN_NICKNAME = rv32i_cpu
export VERILOG_FILES = /design/flow/design.v
export SDC_FILE = /design/flow/constraint.sdc
export NUM_CORES = 4
export LEC_CHECK = 1
export CORE_UTILIZATION = 40
### flow/constraint.sdc
current_design rv32i_cpu

set clk_period 17.6
set clk_io_pct 0.2

create_clock -name clk0 -period $clk_period [get_ports {clk}]

set non_clock_inputs [all_inputs -no_clocks]
set_input_delay [expr $clk_period * $clk_io_pct] -clock clk0 $non_clock_inputs
set_output_delay [expr $clk_period * $clk_io_pct] -clock clk0 [all_outputs]
### flow/design.v
`timescale 1ns/1ps
module rv32i_cpu(
  input clk,
  input reset,
  output [31:0] imem_addr,
  input [31:0] imem_rdata,
  output mem_we,
  output [31:0] mem_addr,
  output [31:0] mem_wdata,
  output [3:0] mem_wmask,
  input [31:0] mem_rdata,
  output [31:0] pc_debug
);
reg [31:0] pc_fetch;
reg [31:0] pc_exec;
reg [31:0] instr_reg;
reg instr_valid;
assign pc_debug = pc_exec;
assign imem_addr = pc_fetch;
reg [31:0] regs[0:31];
reg [31:0] csr_mtvec;
reg [31:0] csr_mcause;
wire [11:0] csr_addr = instr_reg[31:20];
reg [31:0] csr_rdata;
reg csr_we;
reg [31:0] csr_wdata;
reg ecall;
wire [6:0] opcode = instr_reg[6:0];
wire [4:0] rd = instr_reg[11:7];
wire [2:0] funct3 = instr_reg[14:12];
wire [4:0] rs1 = instr_reg[19:15];
wire [4:0] rs2 = instr_reg[24:20];
wire [6:0] funct7 = instr_reg[31:25];
wire [31:0] rs1_val = (rs1 == 0) ? 32'b0 : regs[rs1];
wire [31:0] rs2_val = (rs2 == 0) ? 32'b0 : regs[rs2];
wire [31:0] imm_i = {{20{instr_reg[31]}}, instr_reg[31:20]};
wire [31:0] imm_s = {{20{instr_reg[31]}}, instr_reg[31:25], instr_reg[11:7]};
wire [31:0] imm_b = {{19{instr_reg[31]}}, instr_reg[31], instr_reg[7], instr_reg[30:25], instr_reg[11:8], 1'b0};
wire [31:0] imm_u = {instr_reg[31:12], 12'b0};
wire [31:0] imm_j = {{11{instr_reg[31]}}, instr_reg[31], instr_reg[19:12], instr_reg[20], instr_reg[30:21], 1'b0};
reg [31:0] next_pc;
reg reg_we;
reg [31:0] reg_wdata;
reg mem_we_r;
reg [3:0] mem_wmask_r;
reg [31:0] mem_addr_r;
reg [31:0] mem_wdata_r;
assign mem_we = mem_we_r;
assign mem_wmask = mem_wmask_r;
assign mem_addr = mem_addr_r;
assign mem_wdata = mem_wdata_r;
reg [31:0] alu_a;
reg [31:0] alu_b;
reg [31:0] alu_out;
reg load_pending;
reg [4:0] load_rd;
reg [2:0] load_funct3;
reg load_start;
reg [31:0] load_wdata;
reg [31:0] load_addr;
reg [31:0] load_addr_calc;
reg branch_taken;
reg hold_fetch;
function [31:0] csr_read;
  input [11:0] addr;
  begin
    case (addr)
      12'h305: csr_read = csr_mtvec;
      12'h342: csr_read = csr_mcause;
      12'hF14: csr_read = 32'b0;
      default: csr_read = 32'b0;
    endcase
  end
endfunction
function [31:0] load_data;
  input [2:0] f3;
  input [31:0] data;
  reg [7:0] b0;
  reg [15:0] h;
  begin
    b0 = data[7:0];
    h = data[15:0];
    case (f3)
      3'b000: load_data = {{24{b0[7]}}, b0};  
      3'b100: load_data = {24'b0, b0};  
      3'b001: load_data = {{16{h[15]}}, h};  
      3'b101: load_data = {16'b0, h};  
      3'b010: load_data = data;  
      default: load_data = data;
    endcase
  end
endfunction
always @* begin
  next_pc = pc_exec + 32'd4;
  reg_we = 1'b0;
  reg_wdata = 32'b0;
  mem_we_r = 1'b0;
  mem_wmask_r = 4'b0000;
  mem_addr_r = load_pending ? load_addr : 32'b0;
  mem_wdata_r = rs2_val;
  csr_we = 1'b0;
  csr_wdata = 32'b0;
  ecall = 1'b0;
  csr_rdata = 32'b0;
  alu_a = rs1_val;
  alu_b = rs2_val;
  alu_out = 32'b0;
  load_start = 1'b0;
  load_wdata = load_data(load_funct3, mem_rdata);
  load_addr_calc = 32'b0;
  branch_taken = 1'b0;
  if (instr_valid && !load_pending) begin
    case (opcode)
      7'b0110111: begin
        reg_we = 1'b1;
        reg_wdata = imm_u;
      end
      7'b0010111: begin
        reg_we = 1'b1;
        reg_wdata = pc_exec + imm_u;
      end
      7'b1101111: begin
        reg_we = 1'b1;
        reg_wdata = pc_exec + 32'd4;
        next_pc = pc_exec + imm_j;
        branch_taken = 1'b1;
      end
      7'b1100111: begin
        reg_we = 1'b1;
        reg_wdata = pc_exec + 32'd4;
        next_pc = (rs1_val + imm_i) & ~32'd1;
        branch_taken = 1'b1;
      end
      7'b1100011: begin
        case (funct3)
          3'b000: if (rs1_val == rs2_val) begin next_pc = pc_exec + imm_b; branch_taken = 1'b1; end  
          3'b001: if (rs1_val != rs2_val) begin next_pc = pc_exec + imm_b; branch_taken = 1'b1; end  
          3'b100: if ($signed(rs1_val) < $signed(rs2_val)) begin next_pc = pc_exec + imm_b; branch_taken = 1'b1; end  
          3'b101: if ($signed(rs1_val) >= $signed(rs2_val)) begin next_pc = pc_exec + imm_b; branch_taken = 1'b1; end  
          3'b110: if (rs1_val < rs2_val) begin next_pc = pc_exec + imm_b; branch_taken = 1'b1; end  
          3'b111: if (rs1_val >= rs2_val) begin next_pc = pc_exec + imm_b; branch_taken = 1'b1; end  
          default: ;
        endcase
      end
      7'b0000011: begin
        load_addr_calc = rs1_val + imm_i;
        mem_addr_r = load_addr_calc;
        load_start = 1'b1;
      end
      7'b0100011: begin
        mem_addr_r = rs1_val + imm_s;
        mem_we_r = 1'b1;
        case (funct3)
          3'b000: mem_wmask_r = 4'b0001;  
          3'b001: mem_wmask_r = 4'b0011;  
          3'b010: mem_wmask_r = 4'b1111;  
          default: mem_wmask_r = 4'b0000;
        endcase
      end
      7'b0010011: begin
        reg_we = 1'b1;
        alu_a = rs1_val;
        alu_b = imm_i;
        case (funct3)
          3'b000: alu_out = alu_a + alu_b;  
          3'b010: alu_out = ($signed(alu_a) < $signed(alu_b)) ? 32'd1 : 32'd0;  
          3'b011: alu_out = (alu_a < alu_b) ? 32'd1 : 32'd0;  
          3'b100: alu_out = alu_a ^ alu_b;  
          3'b110: alu_out = alu_a | alu_b;  
          3'b111: alu_out = alu_a & alu_b;  
          3'b001: alu_out = alu_a << instr_reg[24:20];  
          3'b101: begin
            if (funct7 == 7'b0100000)
              alu_out = $signed(alu_a) >>> instr_reg[24:20];  
            else
              alu_out = alu_a >> instr_reg[24:20];  
          end
          default: alu_out = 32'b0;
        endcase
        reg_wdata = alu_out;
      end
      7'b0110011: begin
        reg_we = 1'b1;
        alu_a = rs1_val;
        alu_b = rs2_val;
        case (funct3)
          3'b000: begin
            if (funct7 == 7'b0100000)
              alu_out = alu_a - alu_b;  
            else
              alu_out = alu_a + alu_b;  
          end
          3'b001: alu_out = alu_a << alu_b[4:0];  
          3'b010: alu_out = ($signed(alu_a) < $signed(alu_b)) ? 32'd1 : 32'd0;  
          3'b011: alu_out = (alu_a < alu_b) ? 32'd1 : 32'd0;  
          3'b100: alu_out = alu_a ^ alu_b;  
          3'b101: begin
            if (funct7 == 7'b0100000)
              alu_out = $signed(alu_a) >>> alu_b[4:0];  
            else
              alu_out = alu_a >> alu_b[4:0];  
          end
          3'b110: alu_out = alu_a | alu_b;  
          3'b111: alu_out = alu_a & alu_b;  
          default: alu_out = 32'b0;
        endcase
        reg_wdata = alu_out;
      end
      7'b1110011: begin
        csr_rdata = csr_read(csr_addr);
        case (funct3)
          3'b000: begin
            if (instr_reg[31:20] == 12'b0) begin
              ecall = 1'b1;
              next_pc = csr_mtvec;
              branch_taken = 1'b1;
            end
          end
          3'b001: begin  
            reg_we = (rd != 0);
            reg_wdata = csr_rdata;
            csr_we = 1'b1;
            csr_wdata = rs1_val;
          end
          3'b010: begin  
            reg_we = (rd != 0);
            reg_wdata = csr_rdata;
            if (rs1 != 0) begin
              csr_we = 1'b1;
              csr_wdata = csr_rdata | rs1_val;
            end
          end
          default: ;
        endcase
      end
      default: begin
      end
    endcase
  end
end
integer i;
always @(posedge clk or posedge reset) begin
  if (reset) begin
    pc_fetch <= 32'b0;
    pc_exec <= 32'b0;
    instr_reg <= 32'h00000013;
    instr_valid <= 1'b0;
    load_pending <= 1'b0;
    load_rd <= 5'b0;
    load_funct3 <= 3'b0;
    load_addr <= 32'b0;
    hold_fetch <= 1'b0;
    for (i = 0; i < 32; i = i + 1) begin
      regs[i] <= 32'b0;
    end
    csr_mtvec <= 32'b0;
    csr_mcause <= 32'b0;
  end else begin
    if (load_pending) begin
      if (load_rd != 0) begin
        regs[load_rd] <= load_wdata;
      end
      load_pending <= 1'b0;
      instr_valid <= 1'b0;
    end else begin
      pc_exec <= pc_fetch;
      instr_reg <= imem_rdata;
      instr_valid <= 1'b1;
      if (!hold_fetch) begin
        pc_fetch <= next_pc;
      end else begin
        hold_fetch <= 1'b0;
      end
      if (reg_we && (rd != 0)) begin
        regs[rd] <= reg_wdata;
      end
      if (csr_we) begin
        case (csr_addr)
          12'h305: csr_mtvec <= csr_wdata;
          12'h342: csr_mcause <= csr_wdata;
          default: ;
        endcase
      end
      if (ecall) begin
        csr_mcause <= 32'd11;
      end
      if (load_start) begin
        load_pending <= 1'b1;
        load_rd <= rd;
        load_funct3 <= funct3;
        load_addr <= load_addr_calc;
        instr_valid <= 1'b0;
      end else if (branch_taken) begin
        instr_valid <= 1'b0;
        hold_fetch <= 1'b1;
      end
    end
  end
end
endmodule
==> flow_summary.toml <==
# implementation run metrics
[outcome]
status = "completed"

[grt]
grt_usage_pct = 54.8
grt_pass1_vias = 87885
antenna_found_initial = 56
global_route_wire_length_before_repair_mm = 756
grt_max_degree = 132
grt_overflow_total = 0

[worst_setup_path]
worstPathCellList = "buf_4, buf_4, nor2_4, buf_4, buf_4, and3_1, a2111oi_0, nand3_1, or4_4, o211ai_2, inv_2, ha_1, o21bai_1, a21oi_1, o21bai_1, a21oi_1, nor2_1, or2_2, nor2_1, a21oi_1, a21oi_1, xnor2_1, o21ai_0, clkdlybuf4s50_1"
cpPeakStageDelay_ns = 0.60
worst-endpoint-required_ns = 14.08
r2r-start = "instr_reg[19]"
crit_slowest_cell = "sky130_fd_sc_hd__or4_4"
cp_top_family = "AND-OR/OR-AND gates"
crit_type = "reg2out"
startpoint_type = "register"
start_point_of_the_critical_path = "instr_reg[19]"
worst_setup_path_end_kind = "primary output"
crit_fanout = 40
critPathArrivalTime_ns = 9.37
timing.critical_path.buf_inv = 6

[detailed_routing]
detail_route.vias_per_cell = 7.22
routed_wire_length_per_instance_um = 43.5
route.detailed.drc = 0
drtPass1Iterations = 10
drtIter0Drc = 13115
vias = 92778
totalWireLength_mm = 559
drtAntennaViolNets = 0

[yosys]
netlist_top_cells_area = "sky130_fd_sc_hd__dfrtp_1 (36%), sky130_fd_sc_hd__nand2_1 (6.5%), sky130_fd_sc_hd__o21ai_0 (6.5%)"
largest_non_sequential_cell_family_by_area = "AND-OR/OR-AND gates"
synthXorXnorAreaFrac_pct = 1.87
yosys.stat.seqShare_pct = 36.3
syn-mean-instance-area_sq_um = 8.19
yosys-mux-area-fraction_pct = 5.10
yosys_cells = 10049
ys_chip_area_sq_um = 82300
yosys_most_used_dff = "sky130_fd_sc_hd__dfrtp_1"
synthesis.area_sq_um = 82300
fa_ha_area_share_pct = 4.00
synth_cell_type_count = 122
asyncSetResetFlopFracSynth_pct = 100
post-synth-top-area-cell = "sky130_fd_sc_hd__dfrtp_1"
synth_simple_gate_area_share_pct = 19.4
syn-instance-count = 10049
post_synth_top_area_share_pct = 36.2
synth-edff-count = 0
synth_flop_count = 1195
ys_warn_count = 2
and_or_or_and_share_of_the_synthesized_area_pct = 27.7

[final_timing]
relSlewSlack_pct = 2.78
clock_skew_ns = 0.0971
grt_setup_unrepaired = "no"
holdWs_ns = 0.500
setup_total_negative_slack_ns = 0
hold_viol = 0
timing.final.crit_period_ns = 12.89
tightest_slew_ns = 1.45
timing.final.crit_share_pct = 73.3
timing.final.max_slew_violations = 0
fmax_mhz = 77.6
setup_viol = 0
setup_ws_ns = 4.71

[pwr]
powerDensity_nw_per_um2 = 112
static-leakage-power_nw = 40.2
vdd_ir_drop_max_v = 0.000122

[floorplan]
die_area_sq_um = 208000
die_w_um = 456
core_util_floorplan_pct = 40.3
io_pins = 199
chipHeight_um = 456
core_area_sq_um = 205000
rows = 166

[finish]
area.growth.synth_to_final_pct = 13.8
fraction_of_final_layout_cells_with_drive_strength_greater_than_1_pct = 12.0
largest_register_ff_count = 992
filler_instances = 19594
max_flop_register = "regs"

[clock_network]
clock_sink_count = 1195
worstSkewPairLatency_ns = 0.88
clk_root_buffer_cell = "sky130_fd_sc_hd__clkbuf_16"
post_cts_setup_buffers = 0
cts_buffer_depth = 3
ctsResizeCount = 0
cts-buffers-inserted = 138
htree_levels = 4
path_clk_slew_ns = 0.07
tritoncts = "done"
cts_hold_buffers = 0

[placed_design]
globalplace.congestion = 1.14
detailed_place_hpwl_mm = 397
pre_cts_slack_ns = 6.08
port_buffers = 198

[hold_path]
hold_path.startpoint = "regs[16][17]"
hold_class = "reg2reg"

[job]
tool_warnings = 173
drv_cap = 0
[metrics by stage]
step                total power, W  util (%)  cell area [sq um]  cells
floorplan                  0.00534         -              82400  10049
global placement           0.00719      43.4              88800  12562
detailed placement         0.00718      43.4              88800  12562
CTS                         0.0103      45.7              93600  12808
global route                0.0107      45.8              93600  12823
finish                      0.0105      45.8              93700  12851
[synthesized netlist by cell type, types with 51 or more instances]
cell / count
sky130_fd_sc_hd__a2111oi_0: 56
sky130_fd_sc_hd__a211oi_1: 58
sky130_fd_sc_hd__a21o_1: 68
sky130_fd_sc_hd__a21oi_1: 490
sky130_fd_sc_hd__a221oi_1: 130
sky130_fd_sc_hd__a22o_1: 150
sky130_fd_sc_hd__a22oi_1: 501
sky130_fd_sc_hd__a31oi_1: 84
sky130_fd_sc_hd__and2_1: 66
sky130_fd_sc_hd__and3_1: 167
sky130_fd_sc_hd__buf_1: 64
sky130_fd_sc_hd__buf_2: 129
sky130_fd_sc_hd__clkbuf_1: 669
sky130_fd_sc_hd__dfrtp_1: 1192
sky130_fd_sc_hd__ha_1: 255
sky130_fd_sc_hd__inv_1: 173
sky130_fd_sc_hd__mux2_2: 152
sky130_fd_sc_hd__mux2i_1: 223
sky130_fd_sc_hd__nand2_1: 1431
sky130_fd_sc_hd__nand3_1: 543
sky130_fd_sc_hd__nand4_1: 190
sky130_fd_sc_hd__nor2_1: 613
sky130_fd_sc_hd__nor3_1: 99
sky130_fd_sc_hd__nor4_1: 71
sky130_fd_sc_hd__o211ai_1: 51
sky130_fd_sc_hd__o21ai_0: 1064
sky130_fd_sc_hd__o21ai_1: 154
sky130_fd_sc_hd__o221ai_1: 54
sky130_fd_sc_hd__o22ai_1: 162
sky130_fd_sc_hd__o31ai_1: 68
sky130_fd_sc_hd__xnor2_1: 127
[worst paths after layout]
check,end,slack (ns),cells after the start
min in group asynchronous,load_rd[1],3.02,2
max reg2reg,pc_fetch[27],7.36,24
min,regs[16][17],0.50,2
max,mem_addr[14],4.71,24
max in group asynchronous,regs[14][15],10.16,8
min reg2reg,regs[16][17],0.50,2
[layer usage]
layer | vias to the layer above | global-route usage [%] | part of all wire [%]
met5 | - | 3.93 | 0.22
met4 | 61 | 46.3 | 11
met3 | 2625 | 30.7 | 15
met2 | 8002 | 72.3 | 40
met1 | 44896 | 63.8 | 34
li1 | 37194 | - | -
[area by class of cell]
class / instances / area, sq um / share of cell area [%]
clock inverter: 51 / 830 / 0.885
antenna: 42 / 105 / 0.112
tap: 2688 / 3360 / 3.59
inverter: 188 / 709 / 0.757
timing repair buffer: 747 / 6180 / 6.60
multi-input combinational: 7745 / 48600 / 51.9
sequential: 1195 / 29900 / 31.9
clock buffer: 195 / 3950 / 4.21
[worst min-delay path, delay by kind of cell, from the launching register on]
family           cells  cell delay, ns
AND/OR/NAND/NOR      1            0.05
AND-OR/OR-AND        1            0.06
flip-flops           1            0.35
[report_power, final]
part / internal [W] / switching [W]
clock: 0.00175 / 0.00135
combinational: 0.00128 / 0.00263
sequential: 0.00302 / 0.000426
total: 0.00605 / 0.00440
[placed cells by master, fill, tap and decap left out, drive strengths merged, types with 192 or more instances in the layout]
| cell type | count |
|---|---|
| nand2 | 1432 |
| o21ai | 1226 |
| dfrtp | 1192 |
| nor2 | 622 |
| buf | 549 |
| nand3 | 545 |
| a22oi | 502 |
| a21oi | 492 |
| ha | 255 |
| mux2i | 225 |
| clkdlybuf4s50 | 198 |
| clkbuf | 195 |
| nand4 | 192 |
[cells by family (layout without fill, tap and decap cells)]
logic type | count (synthesis) | after routing
muxes | 387 | 387
AOI/OAI and AO/OA | 3487 | 3487
other | 0 | 42
and+or+nand+nor | 3435 | 3435
buffers and inverters | 1109 | 1181
adders and majority gates | 260 | 260
xor gates and xnor gates | 176 | 176
DFF | 1195 | 1195
Power and IR drop assume default switching activity.
